## /design/flow/config.mk

```make
export PLATFORM = sky130hd
export DESIGN_NAME = SevSeg_top
export DESIGN_NICKNAME = SevSeg_top
export VERILOG_FILES = /design/flow/design.v
export SDC_FILE = /design/flow/constraint.sdc
export NUM_CORES = 4
export LEC_CHECK = 1
export CORE_UTILIZATION = 40
export SYNTH_HDL_FRONTEND = slang
```

## /design/flow/constraint.sdc

```tcl
current_design SevSeg_top

set clk_period 3.7
set clk_io_pct 0.2

create_clock -name clk0 -period $clk_period [get_ports {CLK100MHZ}]

set non_clock_inputs [all_inputs -no_clocks]
set_input_delay [expr $clk_period * $clk_io_pct] -clock clk0 $non_clock_inputs
set_output_delay [expr $clk_period * $clk_io_pct] -clock clk0 [all_outputs]
```

## /design/flow/design.v

```verilog
`timescale 1ns / 1ps
module SevSeg
  #(
    parameter integer GLOBAL_CLOCK_RATE = 100_000_000,
    parameter integer REFRESH_RATE = 200
    ) (
       input logic        clk,
       input logic        reset,
       input logic        en,
       input [3:0]        dig0,  
       input [3:0]        dig1,  
       output logic [6:0] cat,
       output logic       an
       );
   logic [6:0]                                        bcd0_to_7seg;
   logic [6:0]                                        bcd1_to_7seg;
   always_comb begin
      case (dig0)
        4'h0:    bcd0_to_7seg = 7'b1000000;
        4'h1:    bcd0_to_7seg = 7'b1111001;
        4'h2:    bcd0_to_7seg = 7'b0100100;
        4'h3:    bcd0_to_7seg = 7'b0110000;
        4'h4:    bcd0_to_7seg = 7'b0011001;
        4'h5:    bcd0_to_7seg = 7'b0010010;
        4'h6:    bcd0_to_7seg = 7'b0000010;
        4'h7:    bcd0_to_7seg = 7'b1111000;
        4'h8:    bcd0_to_7seg = 7'b0000000;
        4'h9:    bcd0_to_7seg = 7'b0010000;
        4'hA:    bcd0_to_7seg = 7'b0001000;
        4'hb:    bcd0_to_7seg = 7'b0000011;
        4'hC:    bcd0_to_7seg = 7'b1000110;
        4'hd:    bcd0_to_7seg = 7'b0100001;
        4'hE:    bcd0_to_7seg = 7'b0000110;
        4'hF:    bcd0_to_7seg = 7'b0001110;
        default: bcd0_to_7seg = 7'b1111111;
      endcase
      case (dig1)
        4'h0:    bcd1_to_7seg = 7'b1000000;
        4'h1:    bcd1_to_7seg = 7'b1111001;
        4'h2:    bcd1_to_7seg = 7'b0100100;
        4'h3:    bcd1_to_7seg = 7'b0110000;
        4'h4:    bcd1_to_7seg = 7'b0011001;
        4'h5:    bcd1_to_7seg = 7'b0010010;
        4'h6:    bcd1_to_7seg = 7'b0000010;
        4'h7:    bcd1_to_7seg = 7'b1111000;
        4'h8:    bcd1_to_7seg = 7'b0000000;
        4'h9:    bcd1_to_7seg = 7'b0010000;
        4'hA:    bcd1_to_7seg = 7'b0001000;
        4'hb:    bcd1_to_7seg = 7'b0000011;
        4'hC:    bcd1_to_7seg = 7'b1000110;
        4'hd:    bcd1_to_7seg = 7'b0100001;
        4'hE:    bcd1_to_7seg = 7'b0000110;
        4'hF:    bcd1_to_7seg = 7'b0001110;
        default: bcd1_to_7seg = 7'b1111111;
      endcase
   end
   localparam integer DivBy = GLOBAL_CLOCK_RATE/REFRESH_RATE;
   logic                  an_next;
   logic [6:0]            cat_next;
   logic                  refresh;
   logic [$clog2(GLOBAL_CLOCK_RATE/REFRESH_RATE)-1:0] refresh_counter;
   logic [$clog2(GLOBAL_CLOCK_RATE/REFRESH_RATE)-1:0] refresh_counter_next;
   always_ff @(posedge clk or posedge reset) begin
      if (reset) begin
         refresh_counter <= 'd0;
         an <= 'd0;
         cat <= 'd0;
      end else begin
         refresh_counter <= refresh_counter_next;
         an <= an_next;
         cat <= cat_next;
      end
   end
   always_comb begin
      refresh_counter_next = refresh_counter + 1;  
      an_next = an;  
      if (refresh_counter == DivBy) begin  
         an_next = ~an;
         refresh_counter_next = 'd0;
      end
      if (en) cat_next = an ? bcd0_to_7seg : bcd1_to_7seg;
      else    cat_next = 7'b111_1111;  
   end
endmodule
`timescale 1ns / 1ps
module SevSeg_top(
                  input logic        CLK100MHZ,
                  input logic [3:0]  sw,
                  input logic [1:0]  btn,
                  output logic [7:0] ja
                  );
   logic [3:0]                       dig0;
   logic [3:0]                       dig1;
   SevSeg display1( 
                   .cat                 (ja[6:0]),                
                   .an                  (ja[7]),                  
                   .clk                 (CLK100MHZ),              
                   .reset               (1'b0),                   
                   .en                  (1'b1),                   
                   .dig0                (dig0[3:0]),
                   .dig1                (dig1[3:0]));
   always_ff @(posedge CLK100MHZ) begin
      dig0 <= btn[0] ? sw : dig0;  
      dig1 <= btn[1] ? sw : dig1;
   end
endmodule
```

## /design/flow/run.sh

```bash
#!/bin/bash
# OpenROAD 26Q1-2900-gdf79404cd8, Yosys 0.63+post, stock flow scripts
make -C /OpenROAD-flow-scripts/flow DESIGN_CONFIG=/design/flow/config.mk WORK_HOME=/design/flow/orfs finish
```

==> flow_metrics.tcl <==
# implementation run metrics
set metrics [dict create \
    dpl_cell_area_sq_um 2420 \
    routed-via-count 1391 \
    synthFlopType "dfxtp_1" \
    clock_skew_ns 0.00615 \
    ys_seq_share_pct 48.5 \
    netlist_area_sq_um 2210 \
    cts-htree-levels 2 \
    chip_area_sq_um 5820 \
    p_per_area_nw_per_um2 433 \
    cts_tree "done" \
    clk_path_buf_depth 2 \
    fin_crit_ns 2.66 \
    setup_tns_ns 0 \
    gr-total-overflow 0 \
    vdd_ir_drop_max_mv 0.204 \
    grt_pass1_vias 1350 \
    wire_per_inst_um 12.1 \
    yosysTopAreaCell "dfxtp_1" \
    hold_path.class "reg2reg" \
    grt_pass1_wl_mm 6.29 \
    ys_sh_mux_pct 10.9 \
    clk_latency_ns 0.30 \
    synthXorXnorAreaFrac_pct 5.95 \
    synth-simple-area-share_pct 16.9 \
    max_slew_margin_pct 66.6 \
    cts.sinks 49 \
    async_reset_ff_share_pct 0 \
    syn-mean-instance-area_sq_um 11.0 \
    startpoint_type "input port" \
    critPathCaptureType "flop" \
    grt_start_max_net_pins 16 \
    cp_max_fo 8 \
    via_per_inst 4.81 \
    top_logic_kind "simple AND/OR/NAND/NOR gates" \
    diodes 0 \
    edf_count 9 \
    netlist_top_cells_area "dfxtp_1 (36%), edfxtp_1 (12%), ha_1 (7.9%), xnor2_1 (4.4%), mux2i_1 (4.1%)" \
    synth.top_cells.by_count "dfxtp_1 (40), ha_1 (14), nor2_1 (14)" \
    syn_inst 201 \
    drive_gt1_share_pct 14.2 \
    yosysTopAreaCellShare_pct 36.3 \
    ys_area_sq_um 2210 \
    most_common_cell "dfxtp_1" \
    boundaryPins 15 \
    status "finished, final reports clean" \
    final_area_sq_um 2540 \
    dr.pass1.iters 4 \
    max-cap-violations 0 \
    slew_violations 0 \
    worst_slew_pin_slew_ns 0.492 \
    buffer_ports.inserted 14 \
    rows 26 \
    place_hpwl_mm 2.51 \
    fp_util_pct 42.4 \
    gp_congestion 0.770 \
    aoi_share_pct 6.29 \
    rsz0062_at_grt "no" \
    ys_cells 201 \
    postCtsSetupBuffers 0 \
    leakage_nw 0.990 \
    worstSetupPathType "in2reg" \
    clkTransAtPathRegs_ns 0.09 \
    hold_buffers 0 \
    cts_resized 0 \
    crit_arrival_ns 2.83 \
    synth_flop_count 49 \
    setup_viol 0 \
    fmax_mhz 376 \
    adder_share_pct 7.93 \
    antenna_found_initial 0 \
    cts_made_buffers 5 \
    synthDistinctLibCells 41 \
    drc 0 \
    routed_wl_mm 3.50 \
    drtIter0Drc 50 \
    root_buffer "clkbuf_8" \
    grt_use_total_pct 13.9 \
    ff2ff_setup_slack_ns 1.94 \
    die_width_um 76.3 \
    finalHoldViolCount 0 \
    area_growth_pct 14.8 \
    core_area_sq_um 5200 \
    warning_count 36 \
    drtAntennaViolNets 0 \
    required_ns 3.87 \
    yosys_warnings 0 \
    die_y_um 76.3 \
    period_used_pct 71.9 \
]
## report_power, final
group	leakage, nW	total (mW)	internal (mW)	switching [mW]
Combinational	0.511	0.132	0.0728	0.0590
Clock	0.0599	0.368	0.193	0.175
Sequential	0.419	0.598	0.587	0.0110
## cells in the final DEF, fill, tap and decap left out, drive strengths merged, types with 3 or more instances in the layout
| cell | Yosys | routed |
|---|---|---|
| o21ai | 6 | 6 |
| nor4 | 4 | 4 |
| xnor2 | 11 | 11 |
| dfxtp | 40 | 40 |
| clkbuf | 3 | 7 |
| nand2 | 6 | 6 |
| or2 | 3 | 3 |
| nor3 | 3 | 3 |
| mux2i | 11 | 11 |
| o22ai | 4 | 4 |
| ha | 14 | 14 |
| inv | 11 | 12 |
| nor2 | 14 | 14 |
| nor2b | 4 | 4 |
| a21oi | 8 | 8 |
| and2 | 4 | 4 |
| clkdlybuf4s50 | 0 | 14 |
| mux2 | 7 | 7 |
| buf | 4 | 3 |
| edfxtp | 9 | 9 |
| xor2 | 4 | 4 |
| nand3 | 9 | 9 |
| nand4 | 7 | 7 |
## critical path: stages
cell	delay, ns
clkdlybuf4s50_1	0.70
mux2i_1	0.50
inv_1	0.16
ha_1	0.25
mux4_2	0.48
## metrics by stage
step                      total power [mW]  instances  utilization [%]  worst slack, ns  hold slack [ns]
final                                 1.10        289             48.7             1.04            0.466
after global placement               0.744        281             46.5            0.775            0.441
after CTS                             1.11        289             48.7             1.06            0.466
after detailed placement             0.743        281             46.5            0.740            0.441
after global routing                  1.16        289             48.7            0.903            0.478
after floorplan                      0.688        201                -             1.47            0.433
## worst paths after layout
| path | start | end | depth (start not counted) |
|---|---|---|---|
| worst max-delay path | btn[1] | display1.bcd1_to_7seg[3]$_DFF_P_ | 5 |
| worst min-delay path | display1.bcd1_to_7seg[2]$_DFF_P_ | display1.cat[2]$_DFF_P_ | 1 |
| worst max register to register | dig1[1]$_DFFE_PP_ | display1.bcd1_to_7seg[3]$_DFF_P_ | 4 |
| worst min register to register | display1.bcd1_to_7seg[2]$_DFF_P_ | display1.cat[2]$_DFF_P_ | 1 |
## routing by layer
metal | global-route usage [%] | vias up | share of wire [%]
li1 | - | 742 | -
met1 | 25.4 | 601 | 57
met2 | 17.2 | 42 | 37
met3 | 3.28 | 6 | 5.0
met4 | 2.31 | 0 | 1.4
met5 | 0 | - | 0
## registers in the layout, indices dropped and copies added (netlist names)
signal,count
display1.bcd1_to_7seg,7
display1.an,1
display1.cat,7
dig0,4
dig1,4
display1.bcd0_to_7seg,7
display1.refresh_counter,19
## logic make-up after synthesis
logic type / count (synthesis)
AOI/OAI and AO/OA: 23
muxes: 20
DFF: 49
xor gates and xnor gates: 15
adders and majority gates: 14
buffers and inverters: 18
and+or+nand+nor: 62
## area by class of cell
class / instances / area (sq um)
clock buffer: 7 / 108
clock inverter: 1 / 6.26
fill: 508 / 2670
inverter: 11 / 41.3
multi-input combinational: 134 / 1060
sequential: 49 / 1070
tap: 70 / 87.6
timing repair buffer: 17 / 163
Power and IR drop assume default switching activity.
